**design/flow/config.mk**
```make
export PLATFORM = sky130hd
export DESIGN_NAME = ir_decode
export DESIGN_NICKNAME = ir_decode
export VERILOG_FILES = /design/flow/design.v
export SDC_FILE = /design/flow/constraint.sdc
export NUM_CORES = 4
export LEC_CHECK = 1
export CORE_UTILIZATION = 30
```
**design/flow/constraint.sdc**
```tcl
current_design ir_decode

set clk_period 7.4
set clk_io_pct 0.2

create_clock -name clk0 -period $clk_period [get_ports {clk}]

set non_clock_inputs [all_inputs -no_clocks]
set_input_delay [expr $clk_period * $clk_io_pct] -clock clk0 $non_clock_inputs
set_output_delay [expr $clk_period * $clk_io_pct] -clock clk0 [all_outputs]
```
**design/flow/design.v**
```verilog
module ir_decode(
	clk,
	reset_n,
	iIR,
	dec_done,
	ir_data,
	ir_addr
);
    wire reset;
	assign reset=~reset_n;
	input clk;    
	input reset_n;   
	input iIR;       
	output dec_done;  
	output [15:0]ir_data;   
	output [15:0]ir_addr;   
	reg dec_done;  
	reg [3:0] state;        
	reg time_cnt_en;  
	reg [18:0]time_cnt;     
	reg T9ms_ok;
	reg T4_5ms_ok;
	reg T_56ms_ok;
	reg T1_69ms_ok;
	reg timeout;
	reg [5:0]data_cnt;	
	reg [31:0]data_tmp;
	assign ir_addr = data_tmp[15:0];
	assign ir_data = data_tmp[31:16];
	localparam 
		IDLE        = 4'b0001,
		LEADER_T9   = 4'b0010,
		LEADER_T4_5 = 4'b0100,
		DATE_GET    = 4'b1000;
	reg iIR_sync1;
	reg iIR_sync2;
	reg iIR_sync_reg1;
	reg iIR_sync_reg2;
	wire iIR_pedge;
	wire iIR_nedge;
	always@(posedge clk or posedge reset)
	if(reset)begin
		iIR_sync1 <= 1'b0;
		iIR_sync2 <= 1'b0;
	end
	else begin
		iIR_sync1 <= iIR;
		iIR_sync2 <= iIR_sync1;
	end
	always@(posedge clk or posedge reset)
	if(reset)begin
		iIR_sync_reg1 <= 1'b0;
		iIR_sync_reg2 <= 1'b0;
	end
	else begin
		iIR_sync_reg1 <= iIR_sync2;
		iIR_sync_reg2 <= iIR_sync_reg1;
	end
	assign iIR_pedge = !iIR_sync_reg2 && iIR_sync_reg1;
	assign iIR_nedge = iIR_sync_reg2  && !iIR_sync_reg1;
	always@(posedge clk or posedge reset)
	if(reset)	
		time_cnt <= 19'd0;
	else if(time_cnt_en == 1'b1)
		time_cnt <= time_cnt + 1'b1;
	else
		time_cnt <= 19'd0;
	always@(posedge clk or posedge reset)
	if(reset)
		T9ms_ok <= 1'b0;
	else if(time_cnt > 19'd325000 && time_cnt <19'd495000)
		T9ms_ok <= 1'b1;
	else
		T9ms_ok <= 1'b0;
	always@(posedge clk or posedge reset)
	if(reset)
		T4_5ms_ok <= 1'b0;
	else if(time_cnt > 19'd152500 && time_cnt <19'd277500)
		T4_5ms_ok <= 1'b1;
	else
		T4_5ms_ok <= 1'b0;
	always@(posedge clk or posedge reset)
	if(reset)
		T_56ms_ok <= 1'b0;
	else if(time_cnt > 19'd20000 && time_cnt <19'd35000)
		T_56ms_ok <= 1'b1;
	else
		T_56ms_ok <= 1'b0;
	always@(posedge clk or posedge reset)
	if(reset)
		T1_69ms_ok <= 1'b0;
	else if(time_cnt > 19'd75000 && time_cnt <19'd90000)
		T1_69ms_ok <= 1'b1;
	else
		T1_69ms_ok <= 1'b0;
	always@(posedge clk or posedge reset)
	if(reset)	
		timeout <= 1'b0;
	else if(time_cnt >= 19'd500000)
		timeout <= 1'b1;
	else 
		timeout <= 1'b0;
	always@(posedge clk or posedge reset)
	if(reset)begin
		state <= IDLE;
		time_cnt_en <= 1'b0;
	end
	else if(!timeout)begin
		case(state)
			IDLE:
				if(iIR_nedge)begin
					time_cnt_en <= 1'b1;
					state <= LEADER_T9;
				end
				else begin
					state <= IDLE;
					time_cnt_en <= 1'b0;
				end
			LEADER_T9:
				if(iIR_pedge)begin
					if(T9ms_ok)begin
						time_cnt_en <= 1'b0;
						state <= LEADER_T4_5;
					end
					else begin
						state <= IDLE;	
					end
				end
				else begin
					state <= LEADER_T9;
					time_cnt_en <= 1'b1;
				end
			LEADER_T4_5:
				if(iIR_nedge)begin
					if(T4_5ms_ok)begin
						time_cnt_en <= 1'b0;
						state <= DATE_GET;
					end
					else begin
						state <= IDLE;	
					end
				end
				else begin
					state <= LEADER_T4_5;
					time_cnt_en <= 1'b1;
				end
			DATE_GET:
				if(iIR_pedge && !T_56ms_ok)
					state <= IDLE;
				else if(iIR_nedge && (!T_56ms_ok && !T1_69ms_ok))
					state <= IDLE;			
				else if(dec_done)
					state <= IDLE;	
				else if(iIR_pedge && T_56ms_ok)begin
					time_cnt_en <= 1'b0;
				end
				else if(iIR_nedge && (T_56ms_ok || T1_69ms_ok))begin
					time_cnt_en <= 1'b0;				
				end
				else
					time_cnt_en <= 1'b1;
			default:;
		endcase
	end
	else begin
		time_cnt_en <= 1'b0;
		state <= IDLE;	
	end
	always@(posedge clk or posedge reset)
	if(reset)	
		dec_done <= 1'b0;
	else if(state == DATE_GET && iIR_pedge && (data_cnt == 6'd32))
		dec_done <= 1'b1;
	else 
		dec_done <= 1'b0;
	always@(posedge clk or posedge reset)
	if(reset)begin
		data_cnt <= 6'd0;
		data_tmp <= 32'd0;
	end
	else if(state == DATE_GET)begin
		if(iIR_pedge && (data_cnt == 6'd32))
			data_cnt <= 6'd0;
		else begin
			if(iIR_nedge)
				data_cnt <= data_cnt + 1'b1;
			if(iIR_nedge && T_56ms_ok)
				data_tmp[data_cnt] <= 1'b0;
			else if(iIR_nedge && T1_69ms_ok)
				data_tmp[data_cnt] <= 1'b1;			
		end	
	end
endmodule
```
**design/flow/run.sh**
```bash
#!/bin/bash
# OpenROAD 26Q1-2900-gdf79404cd8, Yosys 0.63+post, stock flow scripts
make -C /OpenROAD-flow-scripts/flow DESIGN_CONFIG=/design/flow/config.mk WORK_HOME=/design/flow/orfs finish
```
==> flow_summary.yaml <==
# implementation run metrics
setup_path:
  ff2ff_path_depth: 7
  endpoint_kind: "register"
  cp_max_fo: 14
  reg2reg_slack_ns: 4.72
  timing.rr.start: "data_cnt[0]"
  critPathLaunchType: "register"
  required_ns: 7.61
  critical_path_class: "register to register"
  cp_data_arrival_time_ns: 2.89
placement:
  place_congestion: 0.883
  portBuffers: 35
  dpl.hpwl_um: 5820
  dpl_cell_area_um2: 4420
  pre_cts_slack_ns: 4.76
sta:
  final.setup.tns_ns: 0
  min_period_ns: 2.68
  tightest_slew_ns: 0.831
  hold_viol_final: 0
  slew-limit-headroom: 0.441
  finalCritPeriodShare: 0.362
  max_freq_ghz: 0.373
  timing.final.ws_setup_ns: 4.72
  fin_hold_ws_ns: 0.350
  clock_skew_ns: 0.00762
  slew_viol_final: 0
  rsz0062_at_grt: "no"
  setup_viol: 0
power:
  p_int_mw: 0.712
  pwr-share-clk: 0.536
  vdd_drop_max_mv: 0.106
  seq_power_share: 0.451
  p_comb_frac: 0.014
  power.net_switching_mw: 0.169
  power.density_nw_per_um2: 185
  swShare: 0.191
  leakagePower_nw: 2.00
outcome:
  status: "finished, final reports clean"
cells_and_area:
  fillers: 1223
  layout_top_cell: "dfrtp_1"
  finalCoreUtilization: 0.372
  final_area_um2: 4760
  mostFrequentLayoutCells: "71 x dfrtp_1, 34 x clkdlybuf4s50_1, 33 x nor2_1"
  synthToLayoutAreaGrowth_pct: 19.4
  drive_gt1_frac: 0.111
drt:
  dr.pass1.iters: 4
  avgRoutedWirePerCell_um: 14.0
  antenna-diode-count: 0
  routed_wl_um: 8450
  routed-via-count: 3050
  viasPerCell: 5.06
  drc: 0
  ant_nets: 0
  drtIter0Drc: 175
floorplanning:
  die-area_um2: 13700
  chipWidth_um: 117
  die_h_um: 117
  core_um2: 12800
  ios: 36
  rows: 41
  fp_util: 0.312
clock_tree:
  htreeDepth: 3
  cts_tree: "done"
  clkTransAtPathRegs_ns: 0.06
  clockBufferDepth: 2
  clock-sinks: 72
  clk_latency_ns: 0.33
  cts_resized: 0
  cts_setup_buffers: 0
  cts_made_buffers: 9
  cts-hold-fix-buffers: 0
  root_buffer: "clkbuf_16"
grt:
  grt_pass1_vias: 2847
  grt_util_all_layers: 0.137
  grt_max_degree: 53
  grt_pass1_wl_um: 14500
  grt-ovfl-total: 0
  grt_antenna_before_repair: 0
logic_synthesis:
  synth_area_per_cell_um2: 9.71
  edf_count: 0
  async_flop_share: 1.00
  yosys_area_um2: 3980
  ys_seq_frac: 0.453
  yosys_cells: 410
  top_area_frac: 0.446
  area_leaders: "dfrtp_1 45%, mux2_2 4.5%, nor2_1 3.1%"
  postSynthCellCount: 410
  ys_ff: 72
  ff_type: "dfrtp_1"
  yosysTopAreaCell: "dfrtp_1"
  ys.warnings.count: 1
  synth_area_um2: 3980
  ys_types: 61
hold_path:
  hold_path_depth: 0
  min_to: "iIR_sync2"
  min_path_type: "register to register"
  worstHoldStart: "iIR_sync1"
job:
  maxCapViolCount: 0
  warnings: 30
## cells by family after synthesis
logic type	after synthesis	synth area share
AND-OR/OR-AND	75	0.135
XOR/XNOR	17	0.0374
adder cells (fa/ha/maj)	7	0.0220
buffers and inverters	41	0.0424
flip-flops	72	0.453
multiplexers	30	0.0836
AND/OR/NAND/NOR	168	0.227
## power groups by stage
stage                 combinational, mW  sequential (mW)  clock (mW)
after CTS                        0.0129            0.397       0.482
after global routing             0.0144            0.397       0.504
final                            0.0120            0.397       0.471
## worst max-delay path, cell delays in order (launching register included)
cell and delay (ns):
dfrtp_1 0.51, inv_1 0.14, ha_1 0.35, or4b_4 0.55, o32ai_2 0.39, nand2b_1 0.14
nor2_1 0.13, mux2_1 0.33
## final cells by class
| type | count | area (um2) | share of cell area |
|---|---|---|---|
| clock buffers | 12 | 256 | 0.0539 |
| clock inverters | 4 | 76.3 | 0.0160 |
| inverters | 9 | 33.8 | 0.00710 |
| multi-input cells | 297 | 2010 | 0.423 |
| flip-flops and latches | 72 | 1800 | 0.379 |
| well taps | 172 | 215 | 0.0453 |
| repair buffers | 37 | 360 | 0.0758 |
## metal layers
layer,routed length (um),global-route usage,vias to the layer above
met5,0,0,-
met4,159,0.0253,0
met3,303,0.0283,14
met2,3780,0.198,60
met1,4210,0.216,1469
li1,-,-,1507
## per-stage QoR
stage,instances,power (mW)
2_1_floorplan,410,0.406
3_3_place_gp,587,0.416
3_5_place_dp,587,0.416
4_1_cts,603,0.892
5_1_grt,603,0.915
6_report,603,0.880
## synthesized netlist by cell type (2+ instances only)
| cell | number |
|---|---|
| a2111oi_0 | 4 |
| a21oi_1 | 12 |
| a2bb2oi_1 | 2 |
| a31oi_1 | 6 |
| a41oi_1 | 3 |
| and2_1 | 16 |
| and3_1 | 5 |
| buf_2 | 12 |
| clkbuf_1 | 19 |
| dfrtp_1 | 71 |
| ha_1 | 7 |
| inv_1 | 9 |
| mux2_1 | 10 |
| mux2_2 | 16 |
| mux2i_1 | 4 |
| nand2_1 | 23 |
| nand2b_1 | 11 |
| nand3_1 | 23 |
| nand3b_1 | 2 |
| nand4_1 | 4 |
| nor2_1 | 33 |
| nor2_2 | 3 |
| nor2b_1 | 8 |
| nor3_1 | 15 |
| nor3_2 | 2 |
| nor3b_1 | 4 |
| nor4_1 | 9 |
| o211ai_1 | 2 |
| o21a_1 | 4 |
| o21ai_0 | 14 |
| o21ai_1 | 3 |
| o21ba_2 | 2 |
| o21bai_1 | 2 |
| o22ai_1 | 2 |
| o31ai_1 | 5 |
| o41ai_1 | 2 |
| or3_1 | 2 |
| xnor2_1 | 12 |
| xor2_1 | 5 |
## worst max path at each step
| stage | startpoint | end | slack (ns) | cells after the start |
|---|---|---|---|---|
| 4_1_cts | register | ir_addr[0] | 4.68 | 1 |
| 5_1_grt | data_cnt[0] | register | 4.50 | 7 |
| 6_report | data_cnt[0] | register | 4.72 | 7 |
No activity file was given, so power comes from the tool's default toggle rates.
